==> design.v <==
module dig(
    input wire clk,         
    input wire OUT_COMP,    
    output logic reset,     
    output logic [8:0] b,  
	output logic [8:0] c   
);
  typedef enum logic [1:0] {
      IDLE = 2'b00,     
      DISCHARGING = 2'b01,
      COUNTING = 2'b10,  
      DONE = 2'b11       
  } state_t;
  state_t state, next_state;   
  logic [8:0] counter = 0;         
  logic [4:0] reset_high_delay;
  logic [4:0] reset_low_delay;
  logic [8:0] b_latched= 0;
  always_ff @(posedge clk) begin
      state <= next_state;   
  end
  always_comb begin
      case (state)
          IDLE: begin
              next_state = DISCHARGING;
          end
          DISCHARGING: begin
              if (reset_high_delay == 15) begin
                  next_state = COUNTING;   
              end else begin
                  next_state = DISCHARGING;   
              end
          end
          COUNTING: begin
              if (OUT_COMP) begin
                  next_state = DONE;   
              end else begin
                  next_state = COUNTING;   
              end
          end
          DONE: begin
              if (reset_low_delay == 10) begin
                  next_state = IDLE;   
              end else begin
                  next_state = DONE;   
              end
          end
          default: begin
              next_state = DISCHARGING;   
          end
      endcase
  end
  always_ff @(posedge clk) begin
      case (state)
          IDLE: begin
              counter <= 0;    
              reset <= 1;      
              reset_high_delay <= 0;
          end
          DISCHARGING: begin
              reset_high_delay <= reset_high_delay + 1;   
          end
          COUNTING: begin
              counter <= counter + 1;   
			  reset <= 0;      
              reset_low_delay <= 0;
          end
          DONE: begin
			  b_latched <= counter;
              reset_low_delay <= reset_low_delay + 1;   
          end
          default: begin
              reset <= 1;      
              reset_high_delay <= 0;
          end
      endcase
  end
  assign b = b_latched;	 
endmodule
==> constraint.sdc <==
current_design dig

set clk_period 1.7
set clk_io_pct 0.2

create_clock -name clk0 -period $clk_period [get_ports {clk}]

set non_clock_inputs [all_inputs -no_clocks]
set_input_delay [expr $clk_period * $clk_io_pct] -clock clk0 $non_clock_inputs
set_output_delay [expr $clk_period * $clk_io_pct] -clock clk0 [all_outputs]
==> run.sh <==
#!/bin/bash
# OpenROAD 26Q1-2900-gdf79404cd8, Yosys 0.63+post, stock flow scripts
make -C /OpenROAD-flow-scripts/flow DESIGN_CONFIG=/design/flow/config.mk WORK_HOME=/design/flow/orfs finish
==> config.mk <==
export PLATFORM = sky130hd
export DESIGN_NAME = dig
export DESIGN_NICKNAME = dig
export VERILOG_FILES = /design/flow/design.v
export SDC_FILE = /design/flow/constraint.sdc
export NUM_CORES = 4
export LEC_CHECK = 1
export CORE_UTILIZATION = 30
==> flow_metrics.py <==
# Generated from Yosys and OpenROAD reports
metrics = {
    "timing": {
        "holdWs_ns": 0.492,
        "rsz0062_at_grt": "false",
        "timing.setup.tns_ns": 0,
        "fin_skew_ns": 0.00564,
        "fmaxAchievable_mhz": 696,
        "drv_slew": 0,
        "hold_viol_final": 0,
        "final.min_clock_period_ns": 1.44,
        "timing.final.crit_share_pct": 84.6,
        "final-setup-viol-count": 0,
    },
    "critical_path": {
        "rrSetupSlack_ns": 0.26,
        "cp-start-kind": "flop",
        "worstRegToRegCells": 5,
        "crit_type": "reg2reg",
        "worstPathMaxFanout": 3,
        "end_kind": "flop",
        "crit_end": "state[1]$_DFF_P_",
        "reg2reg_to": "state[1]$_DFF_P_",
        "required_ns": 1.88,
        "worstPathArrival_ns": 1.61,
        "critPathLaunch": "reset_high_delay[0]$_SDFFCE_PP0P_",
        "r2r-start": "reset_high_delay[0]$_SDFFCE_PP0P_",
    },
    "job": {
        "warnings": 26,
        "cap_violations": 0,
    },
    "final_layout": {
        "logic_area_um2": 410,
        "final_util_pct": 36.7,
        "nFillCells": 411,
        "ff_latch_area_um2": 911,
        "area_growth_pct": 16.3,
        "final_cells": 178,
        "drive_gt1_share_pct": 8.73,
    },
    "routing": {
        "finalWirelength_um": 2030,
        "vias": 821,
        "first_pass_iters": 4,
        "drc": 0,
        "first_iter_violations": 41,
        "diodes": 0,
        "wire_per_inst_um": 11.4,
        "detail-route-antenna-nets": 0,
        "viasPerCell": 4.61,
    },
    "run_status": {
        "status": "finished, final reports clean",
    },
    "pwr": {
        "p_seq_share_pct": 54.9,
        "power.density_mw_per_mm2": 1590,
        "swShare_pct": 29.1,
        "p_clk_share_pct": 21.1,
        "power.share.combinational_pct": 24.0,
        "power_w": 0.00256,
        "power.internal_w": 0.00182,
        "leakagePower_nw": 0.593,
        "p_switching_w": 0.000747,
        "ir_drop_v": 0.000910,
    },
    "logic_synthesis": {
        "yosys.cell_types.count": 22,
        "netlist_instances": 108,
        "area_leaders": "edfxtp_1 (63%), buf_4 (4.9%), ha_1 (4.5%), nor2_1 (3.8%), nand3_1 (3.3%)",
        "top_cell_area_share_pct": 62.9,
        "yosysWarnings": 10,
        "ys_seq_share_pct": 65.8,
        "synth-edff-count": 29,
        "ys_cells": 108,
        "flop_cell": "edfxtp_1",
        "synth.most_common_cell": "edfxtp_1",
        "ys_ff": 31,
        "ys_top_cells_by_count": "edfxtp_1 (29), nor2_1 (14), buf_4 (9), nand3_1 (9)",
        "syn-cell-area_mm2": 0.00139,
        "async_reset_ff_share_pct": 0,
        "ys_chip_area_mm2": 0.00139,
        "synth_top_cell_by_area": "edfxtp_1",
        "avgSynthCellArea_um2": 12.8,
    },
    "global_route": {
        "track_usage_pct": 9.02,
        "antenna_found_initial": 0,
        "grt_pass1_wl_um": 3400,
        "grt_start_max_net_pins": 11,
        "grt_overflow_total": 0,
        "first_global_vias": 783,
    },
    "clock_network": {
        "ctsHoldBuffers": 0,
        "clk_pin_slew_ns": 0.07,
        "clock_latency_ns": 0.28,
        "cts_max_level": 2,
        "cts_setup_buffers": 0,
        "cts_resized": 0,
        "cts_buffer_depth": 2,
        "clock_sinks": 31,
        "cts_buffers": 5,
        "cts-root-buf": "clkbuf_8",
        "cts_tree": "built",
    },
    "placed_design": {
        "dp_hpwl_um": 1350,
        "portBuffers": 11,
        "place_congestion": 0.824,
        "dp_cells": 170,
    },
    "worst_hold_path": {
        "hp-class": "reg2reg",
        "whs_path_depth": 0,
    },
    "floorplanning": {
        "core_mm2": 0.00438,
        "num_rows": 24,
        "die-area_mm2": 0.00489,
        "fp-utilization_pct": 31.6,
        "die_y_um": 69.9,
        "ioPinCount": 21,
        "fp.dieW_um": 69.9,
    },
}
[kinds of logic (layout without fill, tap and decap cells)]
kind of cell	Yosys count	count (layout)	share of synthesized area, %
compound gates	10	10	4.43
xor+xnor	8	8	5.06
simple gates	37	37	13.2
fa+ha+maj	5	5	4.52
other cells	1	9	0.271
flops	31	31	65.8
buf+inv	16	26	6.77
[layer usage]
metal | part of all wire [%] | track usage (%) | up-vias
li1 | - | - | 396
met1 | 46 | 13.9 | 391
met2 | 46 | 13.0 | 28
met3 | 6.1 | 3.36 | 6
met4 | 1.8 | 1.78 | 0
met5 | 0 | 0 | -
[state kept, by name, indices dropped and copies added (netlist names)]
| register | count |
|---|---|
| reset_low_delay | 5 |
| reset_high_delay | 5 |
| b_latched | 9 |
| state | 2 |
| counter | 9 |
| reset | 1 |
[worst min path at each step]
stage / startpoint / endpoint / slack (ns)
CTS: counter[8]$_SDFFCE_PN0P_ / b_latched[8]$_DFFE_PN_ / 0.48
global route: counter[8]$_SDFFCE_PN0P_ / b_latched[8]$_DFFE_PN_ / 0.51
finish: counter[8]$_SDFFCE_PN0P_ / b_latched[8]$_DFFE_PN_ / 0.49
[power by group through the flow]
stage | clock, W | sequential, W | combinational [W]
after CTS | 0.000552 | 0.00141 | 0.000632
after global routing | 0.000584 | 0.00144 | 0.000715
final | 0.000540 | 0.00141 | 0.000616
[cell usage in the layout, fill, tap and decap left out]
cell type,n
o21ai_0,4
clkdlybuf4s50_1,11
inv_2,1
a21oi_1,4
clkinv_1,2
inv_1,5
ha_1,5
xnor2_1,3
nor4bb_1,1
buf_4,1
xor2_1,5
a21bo_2,1
edfxtp_1,29
nor2_1,14
nand3_1,9
o221a_2,1
or3_1,4
nand4_2,1
clkinvlp_4,1
dfxtp_1,2
clkbuf_8,5
conb_1,9
and2_1,1
and3_1,2
nand2_1,5
[final cells by class]
cell class | instances | area share [%]
well taps | 52 | 4.04
clock buffers | 5 | 4.27
multi-input cells | 69 | 25.5
repair buffers | 12 | 7.30
inverters | 6 | 1.40
clock inverters | 3 | 0.932
flip-flops and latches | 31 | 56.6
[worst max-delay path, cell delays in order, from the launching register on]
cell and delay (ns):
edfxtp_1 0.41, ha_1 0.24, and3_1 0.19, ha_1 0.18
nand3_1 0.09, a21bo_2 0.22
[metrics by stage]
| step | worst slack, ns | area [um2] |
|---|---|---|
| 2_1_floorplan | 0.345 | 1420 |
| 3_3_place_gp | 0.287 | 1530 |
| 3_5_place_dp | 0.266 | 1530 |
| 4_1_cts | 0.247 | 1610 |
| 5_1_grt | 0.158 | 1610 |
| 6_report | 0.262 | 1610 |
Power figures rest on the tool's default switching activity, not on a simulated workload.
